--- flow/run.sh ---
#!/bin/bash
# OpenROAD 26Q1-2900-gdf79404cd8, Yosys 0.63+post, stock flow scripts
make -C /OpenROAD-flow-scripts/flow DESIGN_CONFIG=/design/flow/config.mk WORK_HOME=/design/flow/orfs finish
--- flow/config.mk ---
export PLATFORM = sky130hd
export DESIGN_NAME = uart_loopback_top
export DESIGN_NICKNAME = uart_loopback_top
export VERILOG_FILES = /design/flow/design.v
export SDC_FILE = /design/flow/constraint.sdc
export NUM_CORES = 4
export LEC_CHECK = 1
export CORE_UTILIZATION = 30
--- flow/constraint.sdc ---
current_design uart_loopback_top

set clk_period 2.8
set clk_io_pct 0.2

create_clock -name clk0 -period $clk_period [get_ports {clk}]

set non_clock_inputs [all_inputs -no_clocks]
set_input_delay [expr $clk_period * $clk_io_pct] -clock clk0 $non_clock_inputs
set_output_delay [expr $clk_period * $clk_io_pct] -clock clk0 [all_outputs]
--- flow/design.v ---
module baud_generator (
    input wire clk,      
    output wire rx_en,  
    output wire tx_en    
);
parameter RX_MAX = 50000000 / (115200 * 16);  
parameter TX_MAX = 50000000 / 115200;
reg [15:0] rx_count = 0;
reg [15:0] tx_count = 0;
reg rx_en_reg = 0;
reg tx_en_reg = 0;
assign rx_en = rx_en_reg;
assign tx_en = tx_en_reg;
always @(posedge clk) begin
    if (rx_count == RX_MAX - 1) begin
        rx_count <= 0;
        rx_en_reg <= 1;
    end else begin
        rx_count <= rx_count + 1;
        rx_en_reg <= 0;
    end
    if (tx_count == TX_MAX - 1) begin
        tx_count <= 0;
        tx_en_reg <= 1;
    end else begin
        tx_count <= tx_count + 1;
        tx_en_reg <= 0;
    end
end
endmodule
module uart_rx (
    input wire clk,
    input wire rx,
    input wire rx_en,
    input wire clr_ready,
    output reg [7:0] data_out = 8'b0,
    output reg data_ready = 0
);
parameter START = 2'b00;
parameter DATA  = 2'b01;
parameter STOP  = 2'b10;
reg [1:0] state = START;
reg [3:0] sample_count = 0;
reg [2:0] bit_index = 0;
reg [7:0] shift_reg = 0;
always @(posedge clk) begin
    if (clr_ready)
        data_ready <= 0;
    if (rx_en) begin
        case (state)
            START: begin
                if (!rx) begin
                    sample_count <= 0;
                    state <= DATA;
                    bit_index <= 0;
                    shift_reg <= 0;
                end
            end
            DATA: begin
                sample_count <= sample_count + 1;
                if (sample_count == 8) begin
                    shift_reg[bit_index] <= rx;
                    bit_index <= bit_index + 1;
                end
                if (bit_index == 8 && sample_count == 15)
                    state <= STOP;
            end
            STOP: begin
                if (sample_count == 15) begin
                    data_out <= shift_reg;
                    data_ready <= 1;
                    state <= START;
                end
            end
        endcase
    end
end
endmodule
module uart_loopback_top (
    input  wire clk,
    input  wire send,
    input  wire [7:0] data_in,
    input  wire clr_ready,
    output wire [7:0] data_out,
    output wire data_ready,
    output wire tx,
    output wire busy
);
wire tx_en, rx_en;
baud_generator baud_gen (
    .clk(clk),
    .rx_en(rx_en),
    .tx_en(tx_en)
);
uart_tx tx_inst (
    .clk(clk),
    .tx_en(tx_en),
    .data_in(data_in),
    .send(send),
    .tx(tx),
    .busy(busy)
);
uart_rx rx_inst (
    .clk(clk),
    .rx(tx),
    .rx_en(rx_en),
    .clr_ready(clr_ready),
    .data_out(data_out),
    .data_ready(data_ready)
);
endmodule
module uart_tx (
    input wire clk,
    input wire tx_en,
    input wire [7:0] data_in,
    input wire send,
    output reg tx = 1,
    output wire busy
);
parameter IDLE  = 2'b00;
parameter START = 2'b01;
parameter DATA  = 2'b10;
parameter STOP  = 2'b11;
reg [1:0] state = IDLE;
reg [2:0] bit_index = 0;
reg [7:0] shift_reg = 0;
always @(posedge clk) begin
    case (state)
        IDLE: begin
            if (send) begin
                state <= START;
                shift_reg <= data_in;
            end
        end
        START: begin
            if (tx_en) begin
                tx <= 0;  
                state <= DATA;
                bit_index <= 0;
            end
        end
        DATA: begin
            if (tx_en) begin
                tx <= shift_reg[bit_index];
                bit_index <= bit_index + 1;
                if (bit_index == 7) 
                    state <= STOP;
            end
        end
        STOP: begin
            if (tx_en) begin
                tx <= 1;  
                state <= IDLE;
            end
        end
    endcase
end
assign busy = (state != IDLE);
endmodule
==> impl_metrics.json <==
{
  "ctsResizeCount": 0,
  "worstMarginPinSlew_ns": 0.616,
  "grt_pass1_vias": 850,
  "synthCells": 125,
  "cts_made_buffers": 5,
  "port_buffers": 11,
  "intPower_uw": 902,
  "common_cells": "dfxtp_1 (17), nor2_1 (16), edfxtp_1 (14)",
  "ys_area_mm2": 0.00142,
  "power_density_mw_per_mm2": 710,
  "ff_type": "dfxtp_1",
  "insertion_delay_ns": 0.27,
  "max_slew_margin_pct": 58.8,
  "drv_slew": 0,
  "ys_sh_xor_pct": 8.02,
  "edf_count": 14,
  "drcViolationCount": 0,
  "max_freq_mhz": 478,
  "status": "finished clean",
  "peakVddDrop_mv": 0.461,
  "crit_slowest_cell": "clkdlybuf4s50_1",
  "fillers": 420,
  "maxCapViolations": 0,
  "hpwl_mm": 1.49,
  "seqCellArea_um2": 761,
  "hold_path_class": "reg2reg",
  "grt_max_degree": 11,
  "ys.flops": 31,
  "final_antenna_net_count": 0,
  "crit_path_frequent_cell": "inv_1",
  "diodes": 0,
  "rsz0062_at_grt": "false",
  "drive_gt1_share_pct": 7.69,
  "cp.required_ns": 2.24,
  "largest_area_cell": "edfxtp_1",
  "synth_cell_types": 30,
  "place_area_mm2": 0.00156,
  "crit_path_end_kind": "output pin",
  "grt-ovfl-total": 0,
  "comb_power_share_pct": 17.6,
  "ys_cells": 125,
  "ys_sh_simple_pct": 16.4,
  "synth_top_area_share_pct": 29.6,
  "post-route-cell-area_mm2": 0.00166,
  "row_count": 24,
  "mux_share_pct": 4.50,
  "critical_path_class": "reg2out",
  "synth.most_common_cell": "dfxtp_1",
  "post-route-period-util_pct": 74.7,
  "tns_ns": 0,
  "seqPwrFrac_pct": 47.4,
  "hold_buffers": 0,
  "h-tree-depth": 2,
  "p_sw_share_pct": 23.6,
  "grt_pass1_wl_mm": 3.67,
  "place_congestion": 0.844,
  "vias_per_cell": 4.34,
  "start_kind": "flip-flop",
  "ios": 22,
  "p_sw_uw": 278,
  "postSynthSeqShare_pct": 53.6,
  "postCtsSetupBuffers": 0,
  "track_usage_pct": 9.24,
  "area_delta_synth_final_pct": 17.3,
  "cts_sinks": 31,
  "fa_ha_area_share_pct": 7.94,
  "path_cells": "inv_1 -> ha_1 -> inv_1 -> clkdlybuf4s50_1",
  "slowest_delay_ns": 0.47,
  "arrival_ns": 1.53,
  "power.leakage_nw": 0.661,
  "fp.dieH_um": 70.8,
  "drt_wl_total_mm": 2.05,
  "comb_area_um2": 594,
  "via_count": 846,
  "hold_viol": 0,
  "drt_first_pass_iters": 20,
  "clk_pin_slew_worst_paths_ns": 0.06,
  "top_logic_kind": "simple AND/OR/NAND/NOR gates",
  "cp_max_fo": 4,
  "synth_warnings": 3,
  "warning_count": 31,
  "largest_register_ffs": 16,
  "cts-root-buf": "clkbuf_8",
  "finalPower_mw": 1.18,
  "netlist_area_mm2": 0.00142,
  "fp_util_pct": 31.9,
  "drt_iter0_markers": 24,
  "yosys.area_share.aoi_pct": 2.65,
  "setup_viol": 0,
  "fin_skew_ns": 0.00259,
  "avgSynthCellArea_um2": 11.4,
  "power_frac_clock_pct": 35.1,
  "antenna_found_initial": 0,
  "die_area_mm2": 0.00501,
  "clockBufferDepth": 2,
  "cts_tree": "yes",
  "timing.final.crit_period_ns": 2.09,
  "core_area_mm2": 0.00444,
  "async_reset_ff_share_pct": 0,
  "top_cells_by_area": "edfxtp_1 (30%), dfxtp_1 (24%), ha_1 (7.9%)",
  "post_drt_wl_per_cell_um": 10.5,
  "die_x_um": 70.8
}
## final timing paths
| kind | startpoint | end | slack, ns | cells after the start |
|---|---|---|---|---|
| hold / removal | baud_gen.tx_count[15] | baud_gen.tx_count[15] | 0.47 | 1 |
| setup / recovery | tx_inst.state[0] | busy | 0.71 | 4 |
| hold reg to reg | baud_gen.tx_count[15] | baud_gen.tx_count[15] | 0.47 | 1 |
| setup reg to reg | tx_inst.state[0] | tx_inst.state[0] | 1.09 | 4 |
## worst max-delay path, delay by kind of cell, from the launching register on
family                   cells  cell delay [ns]
flip-flops                   1             0.38
buffers and inverters        3             0.66
adder cells (fa/ha/maj)      1             0.21
## cells by family (layout without fill, tap and decap cells)
family,Yosys count,count (layout)
flops,31,31
simple gates,46,46
fa+ha+maj,9,9
compound gates,6,6
xor+xnor,13,13
mux,3,3
other cells,1,9
buf+inv,16,26
## placed cells by master (no fill, tap or decap), drive strengths merged, types with 7 or more instances in the layout
| cell | count |
|---|---|
| dfxtp | 17 |
| nor2 | 16 |
| edfxtp | 14 |
| clkdlybuf4s50 | 11 |
| ha | 9 |
| conb | 9 |
| inv | 7 |
| nand2 | 7 |
| xor2 | 7 |
## layer usage
layer	wire [um]	global-route usage (%)
met1	1010	13.6
met2	937	14.1
met3	97	2.89
met4	13	1.78
met5	0	0
## per-stage QoR
step | std cells | hold slack [ns] | util (%) | worst slack [ns]
floorplan | 133 | 0.432 | - | 1.20
finish | 195 | 0.471 | 37.4 | 0.707
global route | 195 | 0.488 | 37.4 | 0.614
CTS | 195 | 0.467 | 37.4 | 0.689
detailed placement | 187 | 0.453 | 35.0 | 0.864
global placement | 187 | 0.445 | 35.0 | 0.880
## area by class of cell
cell class	count	share of cell area [%]
sequential	31	45.7
clock inverter	3	2.33
timing repair buffer	11	6.62
multi-input combinational	86	35.7
tap	52	3.91
inverter	7	1.58
clock buffer	5	4.14
## power groups by stage
stage                 registers [mW]  logic [mW]  clock network (mW)
final                          0.559       0.208               0.414
after global routing           0.563       0.244               0.453
after CTS                      0.559       0.211               0.426
Power figures rest on the tool's default switching activity, not on a simulated workload.
