## ./design.v

```verilog
`timescale 1ns / 1ps
module axi_slave_protocol #(
    parameter addr_width = 4,
    parameter data_width = 32
)(
    input  logic clk,
    input  logic rst_n,
    input  logic [addr_width-1:0] awaddr,
    input  logic awvalid,
    output logic awready,
    input  logic [data_width-1:0] wdata,
    input  logic [(data_width/8)-1:0] wstrb,
    input  logic wvalid,
    output logic wready,
    output logic bvalid,
    input  logic bready,
    output logic [1:0] bresp,
    input  logic [addr_width-1:0] araddr,
    input  logic arvalid,
    output logic arready,
    output logic [data_width-1:0] rdata,
    output logic rvalid,
    input  logic rready,
    output logic [1:0] rresp
);
    logic [data_width-1:0] regfile [0:3];
    logic aw_en;
    assign awready = ~bvalid;  
    assign wready  = awvalid && wvalid && ~bvalid;
    always_ff @(posedge clk or negedge rst_n) begin
        if (!rst_n) begin
            bvalid <= 0;
            bresp  <= 0;
            for (int i=0; i<4; i++) regfile[i] <= 0;
        end else begin
            if (awvalid && wvalid && !bvalid) begin
                if (awaddr[3:2] < 4) begin
                    for (int i=0; i<data_width/8; i++) begin
                        if (wstrb[i]) regfile[awaddr[3:2]][8*i +: 8] <= wdata[8*i +: 8];
                    end
                    bresp <= 2'b00;  
                end else begin
                    bresp <= 2'b10;  
                end
                bvalid <= 1;
            end else if (bvalid && bready) begin
                bvalid <= 0;
            end
        end
    end
    assign arready = ~rvalid;
    always_ff @(posedge clk or negedge rst_n) begin
        if (!rst_n) begin
            rvalid <= 0;
            rdata  <= 0;
            rresp  <= 0;
        end else begin
            if (arvalid && !rvalid) begin
                if (araddr[3:2] < 4) begin
                    rdata <= regfile[araddr[3:2]];
                    rresp <= 2'b00;
                end else begin
                    rdata <= 0;
                    rresp <= 2'b10;
                end
                rvalid <= 1;
            end else if (rvalid && rready) begin
                rvalid <= 0;
            end
        end
    end
endmodule
```

## ./run.sh

```bash
#!/bin/bash
# OpenROAD 26Q1-2900-gdf79404cd8, Yosys 0.63+post, stock flow scripts
make -C /OpenROAD-flow-scripts/flow DESIGN_CONFIG=/design/flow/config.mk WORK_HOME=/design/flow/orfs finish
```

## ./constraint.sdc

```tcl
current_design axi_slave_protocol

set clk_period 3.5
set clk_io_pct 0.2

create_clock -name clk0 -period $clk_period [get_ports {clk}]

set non_clock_inputs [all_inputs -no_clocks]
set_input_delay [expr $clk_period * $clk_io_pct] -clock clk0 $non_clock_inputs
set_output_delay [expr $clk_period * $clk_io_pct] -clock clk0 [all_outputs]
```

## ./config.mk

```make
export PLATFORM = sky130hd
export DESIGN_NAME = axi_slave_protocol
export DESIGN_NICKNAME = axi_slave_protocol
export VERILOG_FILES = /design/flow/design.v
export SDC_FILE = /design/flow/constraint.sdc
export NUM_CORES = 4
export LEC_CHECK = 1
export CORE_UTILIZATION = 30
```

==> flow_metrics.env <==
# yosys + openroad results
export IMPL_finalHoldViolations=0
export IMPL_leakagePower_nw=3.809
export IMPL_power_density_nw_per_um2=625.9
export IMPL_fin_cells=860
export IMPL_fp_util=0.3061
export IMPL_ys_cells=476
export IMPL_synth_seq_cells=162
export IMPL_finalWeightedCongestion=0.7642
export IMPL_critical_path_arrival_ns=1.92
export IMPL_hold_worst_slack_ns=0.2901
export IMPL_coreArea_um2=22710
export IMPL_lay_top_cells="dfrtp_1 (162), mux2_2 (123), clkdlybuf4s50_1 (81), mux2i_1 (64)"
export IMPL_yosysWarnings=2
export IMPL_cts_tree="done"
export IMPL_peakVddDrop_mv=0.2771
export IMPL_cts_resized_gates=0
export IMPL_die_size_y_um=154.2
export IMPL_synth_area_per_cell_um2=14.60
export IMPL_finClkSkew_ns=0.007164
export IMPL_place_hpwl_um=10160
export IMPL_grt_max_degree=86
export IMPL_final_antenna_net_count=0
export IMPL_syn_instance_count=476
export IMPL_dp_cells=829
export IMPL_final_max_slew_viol_count=0
export IMPL_io_buffers=83
export IMPL_synth_seq_share=0.5833
export IMPL_max_slew_margin=0.5159
export IMPL_setup_viol=0
export IMPL_htree_levels=4
export IMPL_syn_cell_area_um2=6950
export IMPL_ff_type="dfrtp_1"
export IMPL_period_used=0.7477
export IMPL_drive_gt1_frac=0.3148
export IMPL_track_usage=0.1414
export IMPL_grt_pass1_vias=4454
export IMPL_fillCellCount=2108
export IMPL_clock_path_buffers=2
export IMPL_clock_root_buffer="clkbuf_16"
export IMPL_drt_iter0_drc=145
export IMPL_drcViolationCount=0
export IMPL_worst_slew_pin_transition_ns=0.7261
export IMPL_path_clk_slew_ns=0.05
export IMPL_fin_setup_tns_ns=0
export IMPL_edf_count=0
export IMPL_hold_buffers=0
export IMPL_die_area_um2=23780
export IMPL_avgViaCountPerCell=4.840
export IMPL_fmax_mhz=382.1
export IMPL_cts_setup_buffers=0
export IMPL_worstHoldPathType="input pin to asynchronous set/reset pin"
export IMPL_routed_via_count=4162
export IMPL_flop_area_um2=4054
export IMPL_max_cap_viol_count=0
export IMPL_cts_sinks=162
export IMPL_status="finished clean"
export IMPL_avgRoutedWirePerCell_um=18.09
export IMPL_lay_top_count="dfrtp_1"
export IMPL_clk_latency_ns=0.42
export IMPL_worstPathMaxFanout=5
export IMPL_multiInputGateArea_um2=2780
export IMPL_rsz0062_at_grt="no"
export IMPL_row_count=55
export IMPL_synthArstFlopShare=1.000
export IMPL_drt_wl_total_um=15550
export IMPL_grt_pass1_wl_um=25150
export IMPL_crit_required_ns=2.80
export IMPL_io_pins=92
export IMPL_grt_ovfl_total=0
export IMPL_grt_antenna_before_repair=0
export IMPL_rrSetupSlack_ns=1.85
export IMPL_yosysUniqueCellTypes=23
export IMPL_numCtsBuffers=17
export IMPL_path_class="input pin to output port"
export IMPL_start_kind="input pin"
export IMPL_end_kind="output port"
export IMPL_die_w_um=154.2
export IMPL_min_period_ns=2.617
export IMPL_num_antenna_cells=0
export IMPL_area_growth_pct=24.57
export IMPL_warnings=29
export IMPL_ys_area_um2=6950
export IMPL_drt_first_pass_iters=4
final timing paths:
check                           endpoint      from  cells after the start
min in group clk0               rdata[6]  rdata[6]                      2
min                            rdata[13]     rst_n                      1
max in group asynchronous      rdata[25]     rst_n                      2
max reg2reg                regfile[1][7]    bvalid                      3
max                               wready   awvalid                      3
min reg2reg                     rdata[6]  rdata[6]                      2
synthesized netlist by cell type (4+ instances only):
| cell | n | area (µm²) |
|---|---|---|
| clkbuf_1 | 8 | 30.03 |
| dfrtp_1 | 162 | 4054 |
| nand2_1 | 32 | 120.1 |
| mux2_1 | 5 | 56.30 |
| nand3b_1 | 4 | 30.03 |
| buf_4 | 4 | 30.03 |
| nand3_2 | 8 | 80.08 |
| buf_2 | 10 | 50.05 |
| nor2_4 | 9 | 101.4 |
| mux2i_1 | 64 | 640.6 |
| o221ai_1 | 32 | 280.3 |
| mux2_2 | 123 | 1385 |
flip-flops by register name, summed over array words and instances (netlist names):
name / flops
rvalid: 1
rdata: 32
regfile: 128
bvalid: 1
cell families after synthesis:
kind of cell           synth area share
muxes                            0.2995
buffers and inverters           0.01836
and+or+nand+nor                 0.05617
AOI/OAI and AO/OA               0.04212
other                         0.0005395
DFF                              0.5833
cell type report:
cell class              count  area share
repair buffers             89      0.1039
flip-flops and latches    162      0.4682
clock buffers              20     0.05159
well taps                 285     0.04118
inverters                   2   0.0008671
clock inverters            11     0.01315
multi-input cells         291      0.3211
metrics by stage:
step	cell area (µm²)	worst slack [ns]	total power, mW	utilization
after CTS	8658	0.8788	5.492	0.3813
after detailed placement	8098	0.8269	3.724	0.3566
after global routing	8658	0.8338	5.731	0.3813
after global placement	8098	0.8833	3.654	0.3566
after floorplan	6962	1.761	3.171	-
final	8658	0.8829	5.419	0.3813
worst max-delay path, cell delays in order:
cell,delay [ns]
clkdlybuf4s50_1,0.55
and3_2,0.21
clkdlybuf4s50_1,0.45
routing by layer:
| metal | routed length, µm | share of wire | GRT usage |
|---|---|---|---|
| met5 | 0 | 0 | 0 |
| met4 | 229 | 0.015 | 0.01857 |
| met3 | 1016 | 0.065 | 0.04281 |
| met2 | 7170 | 0.46 | 0.2175 |
| met1 | 7137 | 0.46 | 0.2087 |
power breakdown:
part | switching [mW] | internal, mW | total [mW]
clock | 0.690 | 1.06 | 1.75
combinational | 0.361 | 0.681 | 1.04
sequential | 0.264 | 2.37 | 2.63
total | 1.31 | 4.10 | 5.42
Power and IR drop assume default switching activity.
