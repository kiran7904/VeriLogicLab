## design/flow/design.v

```verilog
module i2c_master_rw(     
    input clk,
    input rst,
    input start,
    input rw,              
    input [7:0] din,       
    output reg scl,
    inout sda,
    output reg done,
    output reg [7:0] rx_data 
);
    parameter [6:0] ADDR = 7'b1010000;
    reg [7:0] div;
    reg [3:0] cnt;
    reg [3:0] state;
    reg sda_Out;
    reg sda_en;
    assign sda = sda_en ? sda_Out : 1'bz;
    always @(posedge clk or posedge rst) begin
        if (rst) begin
            div <= 0;
            scl <= 1;
        end else begin
            div <= div + 1;
            if (div == 8'd249) begin
                scl <= ~scl;
                div <= 0;
            end
        end
    end
    always @(posedge clk or posedge rst) begin
        if (rst) begin
            state <= 0;
            done <= 0;
            sda_Out <= 
            sda_en <= 1;
            cnt <= 0;
            rx_data <= 0;
        end else begin
            case (state)
                0: begin  
                    done <= 0;
                    if (start) begin
                        cnt <= 6;
                        state <= 1;
                    end
                end
                1: begin 
                    if (scl == 1) begin
                        sda_en <= 1;
                        sda_Out <= 0;
                        state <= 2;
                    end
                end
                2: begin
                  if (scl == 0) begin  
                    sda_Out <= ADDR[cnt];  
                        if (cnt == 0)
                            state <= 3;
                        else
                            cnt <= cnt - 1;
                    end
                end
                3: begin
                    if (scl == 0) begin
                        sda_Out <= rw;
                        cnt <= 7;
                        if (rw)
                            state <= 4;
                        else
                            state <= 5;
                    end
                end
                4: begin
                    if (scl == 0) begin
                        sda_en <= 0;
                        state <= 6;
                    end
                end
                5: begin
                    if (scl == 0) begin
                        sda_en <= 1;
                      sda_Out <= din[cnt];
                        if (cnt == 0)
                            state <= 6;
                        else
                            cnt <= cnt - 1;
                    end
                end
                6: begin
                    if (rw) begin
                        if (scl == 1) begin
                          rx_data[cnt] <= sda; 
                            if (cnt == 0)
                                state <= 7;
                            else
                                cnt <= cnt - 1;
                        end
                    end else begin
                        if (scl == 1)
                            state <= 7;
                    end
                end
                7: begin
                    if (scl == 1) begin
                        sda_en <= 1;
                        sda_Out <= 0;
                        state <= 8;
                    end
                end
                8: begin
                    if (scl == 1) begin
                        sda_Out <= 1;
                        done <= 1;
                        state <= 0;
                    end
                end
                default: state <= 0;
            endcase
        end
    end
endmodule
```

## design/flow/run.sh

```bash
#!/bin/bash
# OpenROAD 26Q1-2900-gdf79404cd8, Yosys 0.63+post, stock flow scripts
make -C /OpenROAD-flow-scripts/flow DESIGN_CONFIG=/design/flow/config.mk WORK_HOME=/design/flow/orfs finish
```

## design/flow/config.mk

```make
export PLATFORM = sky130hd
export DESIGN_NAME = i2c_master_rw
export DESIGN_NICKNAME = i2c_master_rw
export VERILOG_FILES = /design/flow/design.v
export SDC_FILE = /design/flow/constraint.sdc
export NUM_CORES = 4
export LEC_CHECK = 1
export CORE_UTILIZATION = 30
```

## design/flow/constraint.sdc

```tcl
current_design i2c_master_rw

set clk_period 3.0
set clk_io_pct 0.2

create_clock -name clk0 -period $clk_period [get_ports {clk}]

set non_clock_inputs [all_inputs -no_clocks]
set_input_delay [expr $clk_period * $clk_io_pct] -clock clk0 $non_clock_inputs
set_output_delay [expr $clk_period * $clk_io_pct] -clock clk0 [all_outputs]
```

==> flow_metrics.env <==
# yosys + openroad results
export IMPL_die_w_um=78.5
export IMPL_synthesis_instances=175
export IMPL_initial_core_util_pct=31.5
export IMPL_top_level_ports=23
export IMPL_ys_cells=175
export IMPL_gp_congestion=0.809
export IMPL_cts_buffer_depth=2
export IMPL_port_buffer_count=21
export IMPL_yosysWarnings=3
export IMPL_number_of_buffers_inserted_during_clock_tree_synthesis=5
export IMPL_yosys_stat_seqShare_pct=45.8
export IMPL_dpl_cell_count=260
export IMPL_chip_area_line_of_the_yosys_report_sq_mm=0.00176
export IMPL_stop_stage="clock tree synthesis"
export IMPL_ys_sh_simple_pct=17.9
export IMPL_clkSinkCount=32
export IMPL_firstError="[error] [KeplerFormal.cpp:679] Workflow failed: Iso has multiple drivers: .sda0, sda$_DFFE_PP1P_.Q0"
export IMPL_clockRootBuffer="clkbuf_8"
export IMPL_post_synth_main_logic_family="simple AND/OR/NAND/NOR gates"
export IMPL_post_synth_cell_area_avg_sq_um=10.0
export IMPL_synth_main_ff_cell="dfrtp_1"
export IMPL_ys_sh_mux_pct=6.70
export IMPL_cts_hold_buffers=0
export IMPL_cts_repair_resize_count=0
export IMPL_synth_cellmix_xorXnorShare_pct=2.99
export IMPL_mappedNetlistArea_sq_mm=0.00176
export IMPL_synth_adder_area_share_pct=4.27
export IMPL_num_rows=27
export IMPL_synthDistinctLibCells=50
export IMPL_edf_count=0
export IMPL_postSynthRegisterBits=32
export IMPL_async_flop_share_pct=100
export IMPL_status="stopped before the end"
export IMPL_dp_hpwl_um=2360
export IMPL_post_cts_setup_buffer_count=0
export IMPL_htree_num_levels=2
export IMPL_aoi_share_pct=17.7
export IMPL_die_height_um=78.5
==> stage by stage <==
step | instance area [sq um] | hold slack [ns] | setup slack, ns | utilization, %
after floorplan | 1760 | 0.439 | 1.12 | -
after global placement | 2030 | 0.482 | 0.782 | 36.4
after detailed placement | 2030 | 0.485 | 0.754 | 36.4
==> Yosys cell counts (all sizes together), types with 2 or more instances <==
cell | n | area, sq um
dfstp | 3 | 78.8
clkbuf | 5 | 18.8
o21ai | 15 | 75.1
mux2 | 6 | 75.1
and3 | 3 | 18.8
inv | 10 | 37.5
nand4 | 4 | 25.0
o31ai | 2 | 25.0
a22o | 2 | 17.5
dfrtp | 29 | 726
xor2 | 5 | 43.8
nand2 | 17 | 63.8
mux2i | 2 | 20.0
nor2 | 16 | 60.1
nor3 | 5 | 35.0
a211oi | 2 | 15.0
a21boi | 2 | 15.0
a21o | 2 | 16.3
a21oi | 6 | 30.0
nand3 | 6 | 30.0
or3 | 3 | 23.8
ha | 6 | 75.1
buf | 5 | 25.0
==> cell families after synthesis <==
kind of cell / after synthesis
flip-flops: 32
AND-OR/OR-AND: 41
buffers and inverters: 20
adder cells (fa/ha/maj): 6
XOR/XNOR: 6
AND/OR/NAND/NOR: 61
multiplexers: 9
